==> flow/design.v <==
`timescale 1ns / 1ps
 module mux_axi(
    input wire clk,
    input wire reset_n,
    input wire [7:0] s_axis_data_1,
    input wire s_axis_valid_1,
    output reg s_axis_ready_1,
    input wire s_axis_last_1,
    input wire [7:0] s_axis_data_2,
    input wire s_axis_valid_2,
    output reg s_axis_ready_2,
    input wire s_axis_last_2,
    output reg [7:0] m_axis_data,
    output reg m_axis_valid,
    input wire m_axis_ready,
    output reg m_axis_last,
    input wire sel
);
  reg [7:0] m_axis_data_w = 8'b0; ;
  reg s_axis_ready_reg1;
  reg s_axis_ready_reg2;
  reg m_axis_valid_reg;
  reg tlast_reg;
always @(posedge clk) begin
    if (reset_n) begin
        m_axis_data_w <= 8'h0;        
        tlast_reg <= 1'b0;
        m_axis_valid_reg <= 1'b0;
    end else begin
            if (sel) begin
                if (s_axis_valid_2 && s_axis_ready_2) begin
                    m_axis_data_w <= s_axis_data_2;
                    m_axis_valid_reg <= s_axis_valid_2;
                    tlast_reg <= s_axis_last_2;   
                  end else begin
                    m_axis_data_w <= 0;
                    m_axis_valid_reg <= 0;
                    tlast_reg <= 0;
                  end
              end else begin
                    if (s_axis_valid_1 && s_axis_ready_1) begin    
                        m_axis_data_w <= s_axis_data_1;
                        m_axis_valid_reg <= s_axis_valid_1;
                        tlast_reg <= s_axis_last_1;   
                    end
                    else
                    begin
                      m_axis_data_w <= 0;
                      m_axis_valid_reg <= 0;
                   end
              end
          end
     end
       always @(posedge clk) begin
         if(reset_n)
          begin
            s_axis_ready_reg1 <= 8'b0;
            s_axis_ready_reg2 <= 8'b0;
           end
           else
           begin
           if(!sel)begin
           s_axis_ready_reg1 <= m_axis_ready;
           end
           else begin
           s_axis_ready_reg2 <= m_axis_ready;
           end
           end
       end
         always @ (posedge clk) begin
         if(reset_n)begin
           m_axis_data <= 8'h0;
           s_axis_ready_1  = 1'b0;
           s_axis_ready_2  = 1'b0;
           m_axis_valid = 1'b0;
           m_axis_last = 1'b0;
           end
           else if (m_axis_ready) begin
            m_axis_data <= m_axis_data_w;
           s_axis_ready_1  <= s_axis_ready_reg1;
           s_axis_ready_2  <= s_axis_ready_reg2;
           m_axis_valid <= m_axis_valid_reg;
           m_axis_last <= tlast_reg;
           end
           end 
endmodule
==> flow/run.sh <==
#!/bin/bash
# OpenROAD 26Q1-2900-gdf79404cd8, Yosys 0.63+post, stock flow scripts
make -C /OpenROAD-flow-scripts/flow DESIGN_CONFIG=/design/flow/config.mk WORK_HOME=/design/flow/orfs finish
==> flow/config.mk <==
export PLATFORM = sky130hd
export DESIGN_NAME = mux_axi
export DESIGN_NICKNAME = mux_axi
export VERILOG_FILES = /design/flow/design.v
export SDC_FILE = /design/flow/constraint.sdc
export NUM_CORES = 4
export LEC_CHECK = 1
export CORE_AREA = 10 10 89 89
export DIE_AREA = 0 0 99 99
==> flow/constraint.sdc <==
current_design mux_axi

set clk_period 1.2
set clk_io_pct 0.2

create_clock -name clk0 -period $clk_period [get_ports {clk}]

set non_clock_inputs [all_inputs -no_clocks]
set_input_delay [expr $clk_period * $clk_io_pct] -clock clk0 $non_clock_inputs
set_output_delay [expr $clk_period * $clk_io_pct] -clock clk0 [all_outputs]
==> flow_summary.ini <==
; synthesis and place-and-route metrics
[timing]
rsz0062_at_grt = no
hold_violations = 0
tns_ns = 0
worst_slew_pin_slew_ns = 0.223
fin_crit_sh_pct = 94.6
relSlewSlack_pct = 85.1
fin_skew_ns = 0.00339
drv_slew = 0
fmax_mhz = 881
setup-violations-final = 0
period_needed_ns = 1.13

[worst_setup_path]
startpoint_type = flip-flop
path_cells = buf_4 > and3_1 > buf_4 > a22oi_1 > nor2_1
slowest_delay_ns = 0.32
arrival_ns = 1.29
crit_buf_inv = 2
cp_slowest_cell = dfxtp_2
critPathKind = flip-flop to flip-flop
cp-end-kind = flip-flop
crit_family = flip-flops
required_ns = 1.36
cp_common_cell = buf_4
crit_fanout = 6

[clocking]
cts_made_buffers = 3
clock_sinks = 24
cts_max_level = 1
clk_pin_slew_ns = 0.08
cts_max_path_buffers = 2
cts_tree = yes
root_buffer = clkbuf_8
insertion_delay_ns = 0.26

[run_status]
status = complete, no violations

[finish]
final_cell_mix = 25 x nor2_1, 23 x clkdlybuf4s50_1, 14 x mux2i_1
multiInputGateArea_sq_um = 363
layout_top_cell = nor2_1
area_growth_pct = 64.5
seq_area_sq_um = 495
drive_above_1_share_pct = 24.4
fill_cells = 639

[placed_design]
place_congestion = 0.708
hpwlAfterDp_um = 1840
io_buffers = 35

[drt]
viasPerCell = 3.53
drt_wl_total_um = 2310
first_pass_iters = 4
ant_nets = 0
n_antenna_cell = 0
drc = 0
vias = 698
drtIter0Drc = 19
wl_per_cell_um = 11.7

[global_route]
antenna_found_initial = 0
use_met1_pct = 5.57
grt.overflow.total = 0
grt_usage_pct = 4.85
grt_pass1_vias = 751
use_met3_pct = 2.68
met2_usage_pct = 7.97
grt_max_degree = 25
grt.busiest_layer = met2
grt_pass1_wl_um = 3910

[die]
fp_util_pct = 14.3
ios = 36
die_width_um = 99
num_rows = 28
fp.dieH_um = 99
chip_area_sq_um = 9800
coreArea_sq_um = 5990

[pwr]
switching_power_mw = 0.289
pwr-share-seq_pct = 56.9
power_density_nw_per_um2 = 1010
p_total_mw = 1.43
p_sw_share_pct = 20.2
leakagePower_nw = 0.610
internal_power_mw = 1.14
vdd_drop_max_mv = 0.287
power_frac_comb_pct = 11.6
p_clk_share_pct = 31.5

[job]
maxCapViolCount = 0
warnings = 25

[synthesis]
synth_area_leader_cell = dfxtp_1
ys_chip_area_sq_um = 860
top_cell_area_share_pct = 55.9
ys_ff = 24
netlist_area_sq_um = 860
synth_cell_type_count = 14
yosysWarnings = 1
area_leaders = dfxtp_1 56%, mux2i_1 16%, nor2_1 11%
ys_seq_share_pct = 55.9
ys_cells = 83
syn-instance-count = 83
synth.avg_cell_area_sq_um = 10.4

[worst_hold_path]
hp-class = flip-flop to flip-flop
==> through the flow <==
| step | cell area [sq um] | setup WS, ns | hold WS, ns | util (%) | std cells |
|---|---|---|---|---|---|
| 3_3_place_gp | 1330 | -0.216 | 0.446 | 22.2 | 192 |
| 5_1_grt | 1410 | 0.00347 | 0.507 | 23.6 | 198 |
| 4_1_cts | 1390 | 0.0438 | 0.472 | 23.3 | 198 |
| 2_1_floorplan | 860 | 0.263 | 0.306 | - | 83 |
| 6_report | 1410 | 0.0652 | 0.466 | 23.6 | 198 |
| 3_5_place_dp | 1330 | -0.212 | 0.453 | 22.2 | 192 |
==> cell families after synthesis <==
family	after synthesis	synth area share, %
AND-OR/OR-AND	10	9.61
buffers and inverters	6	4.22
flip-flops	24	55.9
multiplexers	14	16.3
AND/OR/NAND/NOR	29	14.0
==> Yosys cell counts <==
| cell type | instances |
|---|---|
| clkbuf_1 | 2 |
| mux2i_1 | 14 |
| dfxtp_1 | 24 |
| buf_2 | 2 |
| nand2_2 | 1 |
| and3b_2 | 1 |
| nor2_1 | 25 |
| buf_4 | 1 |
| a221oi_2 | 1 |
| a22oi_1 | 8 |
| o21bai_1 | 1 |
| buf_6 | 1 |
| nand2_1 | 1 |
| and3_1 | 1 |
==> layout make-up <==
type                    count  area share, %
clock buffers               3           2.92
well taps                  75           6.64
flip-flops and latches     24           35.0
multi-input cells          53           25.7
repair buffers             43           29.7
==> worst paths after layout <==
check | startpoint | endpoint | slack, ns | cells after the start
setup / recovery | s_axis_ready_2 | m_axis_data_w[2] | 0.07 | 5
hold / removal | m_axis_data_w[0] | m_axis_data[0] | 0.47 | 2
setup reg to reg | s_axis_ready_2 | m_axis_data_w[2] | 0.07 | 5
hold reg to reg | m_axis_data_w[0] | m_axis_data[0] | 0.47 | 2
==> layer usage <==
layer	share of wire (%)	wire [um]	up-vias
li1	-	-	364
met1	39	904	320
met2	50	1170	12
met3	9.9	228	2
met4	0.48	11	0
met5	0	0	-
==> tightest hold or removal path: stages, from the launching register on <==
cell and delay (ns):
dfxtp_1 0.31, mux2i_1 0.06, nor2_1 0.07
==> power by group through the flow <==
| stage | sequential (mW) | combinational, mW | clock (mW) |
|---|---|---|---|
| CTS | 0.814 | 0.165 | 0.478 |
| global route | 0.816 | 0.181 | 0.513 |
| finish | 0.814 | 0.166 | 0.451 |
==> what timing repair did <==
action,in CTS,in global routing
setup endpoints to repair,12,3
setup buffers,3,0
hold endpoints to repair,0,0
hold buffers,0,0
resized,24,4
No activity file was given, so power comes from the tool's default toggle rates.
